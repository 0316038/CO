===== config.mk =====
export PLATFORM = sky130hd
export DESIGN_NAME = Data_Memory
export DESIGN_NICKNAME = Data_Memory
export VERILOG_FILES = /design/flow/design.v
export SDC_FILE = /design/flow/constraint.sdc
export NUM_CORES = 4
export LEC_CHECK = 1
export CORE_UTILIZATION = 40

===== constraint.sdc =====
current_design Data_Memory

set clk_period 10.4
set clk_io_pct 0.2

create_clock -name clk0 -period $clk_period [get_ports {clk_i}]

set non_clock_inputs [all_inputs -no_clocks]
set_input_delay [expr $clk_period * $clk_io_pct] -clock clk0 $non_clock_inputs
set_output_delay [expr $clk_period * $clk_io_pct] -clock clk0 [all_outputs]

===== design.v =====
`timescale 1ns / 1ps
module Data_Memory
(
	clk_i,
	addr_i,
	data_i,
	MemRead_i,
	MemWrite_i,
	data_o
);
input				clk_i;
input	[31:0]		addr_i;
input	[31:0]		data_i;
input				MemRead_i;
input				MemWrite_i;
output	[31:0] 		data_o;
reg		[31:0]		data_o;
reg		[7:0]		Mem 			[0:127];	 
integer				i;
wire	[31:0]		memory			[0:31];
assign  memory[0] = {Mem[3], Mem[2], Mem[1], Mem[0]};
assign  memory[1] = {Mem[7], Mem[6], Mem[5], Mem[4]};
assign  memory[2] = {Mem[11], Mem[10], Mem[9], Mem[8]};
assign  memory[3] = {Mem[15], Mem[14], Mem[13], Mem[12]};
assign  memory[4] = {Mem[19], Mem[18], Mem[17], Mem[16]};
assign  memory[5] = {Mem[23], Mem[22], Mem[21], Mem[20]};
assign  memory[6] = {Mem[27], Mem[26], Mem[25], Mem[24]};
assign  memory[7] = {Mem[31], Mem[30], Mem[29], Mem[28]};
assign  memory[8] = {Mem[35], Mem[34], Mem[33], Mem[32]};
assign  memory[9] = {Mem[39], Mem[38], Mem[37], Mem[36]};
assign  memory[10] = {Mem[43], Mem[42], Mem[41], Mem[40]};
assign  memory[11] = {Mem[47], Mem[46], Mem[45], Mem[44]};
assign  memory[12] = {Mem[51], Mem[50], Mem[49], Mem[48]};
assign  memory[13] = {Mem[55], Mem[54], Mem[53], Mem[52]};
assign  memory[14] = {Mem[59], Mem[58], Mem[57], Mem[56]};
assign  memory[15] = {Mem[63], Mem[62], Mem[61], Mem[60]};
assign  memory[16] = {Mem[67], Mem[66], Mem[65], Mem[64]};
assign  memory[17] = {Mem[71], Mem[70], Mem[69], Mem[68]};
assign  memory[18] = {Mem[75], Mem[74], Mem[73], Mem[72]};
assign  memory[19] = {Mem[79], Mem[78], Mem[77], Mem[76]};
assign  memory[20] = {Mem[83], Mem[82], Mem[81], Mem[80]};
assign  memory[21] = {Mem[87], Mem[86], Mem[85], Mem[84]};
assign  memory[22] = {Mem[91], Mem[90], Mem[89], Mem[88]};
assign  memory[23] = {Mem[95], Mem[94], Mem[93], Mem[92]};
assign  memory[24] = {Mem[99], Mem[98], Mem[97], Mem[96]};
assign  memory[25] = {Mem[103], Mem[102], Mem[101], Mem[100]};
assign  memory[26] = {Mem[107], Mem[106], Mem[105], Mem[104]};
assign  memory[27] = {Mem[111], Mem[110], Mem[109], Mem[108]};
assign  memory[28] = {Mem[115], Mem[114], Mem[113], Mem[112]};
assign  memory[29] = {Mem[119], Mem[118], Mem[117], Mem[116]};
assign  memory[30] = {Mem[123], Mem[122], Mem[121], Mem[120]};
assign  memory[31] = {Mem[127], Mem[126], Mem[125], Mem[124]};
initial begin
	for(i=0; i<128; i=i+1)
		Mem[i] = 8'b0;
end 
always@(posedge clk_i) begin
    if(MemWrite_i) begin
		Mem[addr_i+3] <= data_i[31:24];
		Mem[addr_i+2] <= data_i[23:16];
		Mem[addr_i+1] <= data_i[15:8];
		Mem[addr_i]   <= data_i[7:0];
	end
end
always@(addr_i or MemRead_i) begin
	if(MemRead_i)
		data_o = {Mem[addr_i+3], Mem[addr_i+2], Mem[addr_i+1], Mem[addr_i]};
end
endmodule

===== run.sh =====
#!/bin/bash
# OpenROAD 26Q1-2900-gdf79404cd8, Yosys 0.63+post, stock flow scripts
make -C /OpenROAD-flow-scripts/flow DESIGN_CONFIG=/design/flow/config.mk WORK_HOME=/design/flow/orfs finish

==> results.sh <==
# source this file to load flow results
export IMPL_status="completed"
export IMPL_synth_area_um2=101700
export IMPL_ant_nets=0
export IMPL_yosysTopAreaCell="edfxtp_1"
export IMPL_required_ns=10.90
export IMPL_coreArea_um2=252100
export IMPL_crit_type="input pin to register"
export IMPL_max_cap_violations=0
export IMPL_die_h_um=506.3
export IMPL_edf_count=1024
export IMPL_yosys_warnings=1
export IMPL_boundaryPins=99
export IMPL_antenna_found_initial=95
export IMPL_final_cell_mix="1233 x mux2i_1, 1031 x mux4_2, 1024 x edfxtp_1"
export IMPL_clk_pin_slew_ns=0.06
export IMPL_cts_root_buf="clkbuf_16"
export IMPL_finalHoldViolCount=0
export IMPL_crit_arrival_ns=7.31
export IMPL_peakVddDrop_uv=136.8
export IMPL_layout_top_cell="mux2i_1"
export IMPL_total_power_uw=13630
export IMPL_h_tree_depth=4
export IMPL_placed_cell_area_um2=105500
export IMPL_wl_per_cell_um=46.33
export IMPL_cp_max_fo=26
export IMPL_area_delta_synth_final_pct=8.370
export IMPL_hp_class="input pin to register"
export IMPL_die_x_um=506.3
export IMPL_setup_violations=0
export IMPL_crit_slowest_cell="buf_4"
export IMPL_layout_drive_gt1_share_pct=26.99
export IMPL_cp_common_cell="buf_4"
export IMPL_max_slew_margin_rel_pct=10.79
export IMPL_dp_slack_ns=2.992
export IMPL_syn_inst=9411
export IMPL_overflow=0
export IMPL_grt_pass1_vias=88930
export IMPL_critPathMaxStageDelay_ns=0.72
export IMPL_port_buffers=73
export IMPL_period_used_pct=65.54
export IMPL_max_slew_worst_pin_slew_ns=1.338
export IMPL_drv_slew=0
export IMPL_hold_buffers=0
export IMPL_ys_cells=9411
export IMPL_dp_final_hpwl_um=386400
export IMPL_unclocked_regs=32
export IMPL_n_fill_cell=22700
export IMPL_numCtsBuffers=133
export IMPL_num_vias=95430
export IMPL_grt_max_degree=130
export IMPL_power_density_nw_per_um2=123.6
export IMPL_synthDistinctLibCells=81
export IMPL_timing_fmax_mhz=146.7
export IMPL_crit_start="addr_i[1]"
export IMPL_ff_type="edfxtp_1"
export IMPL_postCtsSetupBuffers=0
export IMPL_design_area_um2=110200
export IMPL_chipArea_um2=256400
export IMPL_rsz0062_at_grt="no"
export IMPL_worstSetupEndpointType="register"
export IMPL_route_detailed_drc=0
export IMPL_synthArstFlopShare_pct=0
export IMPL_drt_pass1_iter_count=9
export IMPL_leakagePower_uw=0.03863
export IMPL_cts_tree="yes"
export IMPL_min_from="data_i[0]"
export IMPL_worstSetupStartpointType="input pin"
export IMPL_regArea_um2=31230
export IMPL_untimed_endpoints=64
export IMPL_first_iter_violations=12860
export IMPL_fp_util_pct=40.35
export IMPL_min_period_ns=6.816
export IMPL_comb_area_um2=66030
export IMPL_grt_pass1_wl_um=768900
export IMPL_top_area_share_pct=30.23
export IMPL_clockBufferDepth=3
export IMPL_fin_setup_tns_ns=0
export IMPL_gp_congestion=1.198
export IMPL_via_per_inst=7.669
export IMPL_topCellsByArea="edfxtp_1 30%, mux4_2 23%, mux2i_1 12%"
export IMPL_layout_setup_ws_ns=3.584
export IMPL_numSynthFlops=1056
export IMPL_yosys_stat_area_um2=101700
export IMPL_row_count=184
export IMPL_cp_cell_sequence="buf_4 > buf_4 > ha_1 > a21boi_1 > or2_2 > nor2_1 > nand3_1 > buf_4 > nor2_2 > or4_1"
export IMPL_ctsResizeCount=0
export IMPL_syn_area_per_cell_um2=10.81
export IMPL_utilization_pct=43.73
export IMPL_wl_um=576600
export IMPL_warning_count=67
export IMPL_gr_usage_all_layers_pct=46.97
==> critical path: cells and delay by family <==
family | cells | cell delay, ns
buffers and inverters | 3 | 1.59
adders and majority gates | 1 | 0.54
AOI/OAI and AO/OA | 1 | 0.20
and+or+nand+nor | 5 | 2.79
==> routing by layer <==
layer / vias to the layer above / GRT usage [%] / part of all wire (%)
li1: 36520 / - / -
met1: 46360 / 49.78 / 30
met2: 9678 / 59.48 / 39
met3: 2725 / 39.14 / 20
met4: 148 / 33.10 / 9.7
met5: - / 16.87 / 0.92
==> cell usage after synthesis, types with 6 or more instances <==
| cell | instances |
|---|---|
| o21ai_1 | 52 |
| nor3_2 | 14 |
| o21ai_0 | 543 |
| nor2_2 | 71 |
| ha_1 | 7 |
| o22a_1 | 11 |
| o32ai_1 | 6 |
| a22oi_1 | 24 |
| and2_1 | 17 |
| o221ai_1 | 15 |
| nand3_1 | 159 |
| clkbuf_1 | 751 |
| or3_1 | 6 |
| buf_4 | 37 |
| buf_2 | 288 |
| a211oi_1 | 18 |
| mux2i_1 | 1233 |
| nand2_2 | 11 |
| a21oi_1 | 572 |
| o2111ai_1 | 10 |
| o211ai_1 | 27 |
| nor2b_1 | 15 |
| nand2b_1 | 7 |
| mux4_2 | 1031 |
| a21o_1 | 512 |
| or4_1 | 82 |
| nor3_4 | 11 |
| buf_1 | 72 |
| a2111oi_0 | 10 |
| xor2_1 | 6 |
| nand2_1 | 991 |
| a32oi_1 | 33 |
| and3_1 | 15 |
| nor2_4 | 29 |
| nor2_1 | 338 |
| edfxtp_1 | 1024 |
| nor3_1 | 38 |
| dlxtp_1 | 32 |
| a31oi_1 | 17 |
| nand4_1 | 39 |
| mux2_2 | 522 |
| nor4_1 | 28 |
| o22ai_1 | 613 |
==> area by class of cell <==
class	count	area share [%]
Clock inverter	78	0.9011
Sequential cell	1056	28.33
Antenna cell	104	0.2361
Multi-Input combinational cell	7196	59.90
Inverter	6	0.02951
Clock buffer	159	3.127
Tap cell	3348	3.800
Timing Repair Buffer	497	3.682
==> cells by family (layout without fill, tap and decap cells) <==
| group | count (synthesis) | count (layout) | synth area share [%] |
|---|---|---|---|
| AND-OR/OR-AND | 2502 | 2502 | 15.00 |
| XOR/XNOR | 15 | 15 | 0.1587 |
| adder cells (fa/ha/maj) | 7 | 7 | 0.08609 |
| buffers and inverters | 1159 | 740 | 4.787 |
| flip-flops | 1024 | 1024 | 30.23 |
| latches | 32 | 32 | 0.4723 |
| multiplexers | 2786 | 2786 | 40.73 |
| other | 0 | 104 | 0 |
| AND/OR/NAND/NOR | 1886 | 1886 | 8.534 |
==> power breakdown <==
group	switching, uW	internal, uW
clock	2120	2810
combinational	2680	1240
sequential	107	4670
==> final timing paths <==
path              endpoint  cells past startpoint
max   Mem[21][4]$_DFFE_PP_                     10
min   Mem[88][0]$_DFFE_PP_                      2
==> state kept, by name (all words and copies together), names as in the netlist <==
register  flops
Mem        1024
data_o       32
==> metrics by stage <==
stage	instances	hold WS, ns
after floorplan	9411	2.571
after global placement	12100	2.654
after detailed placement	12100	2.653
after CTS	12340	1.745
after global routing	12380	1.783
final	12440	1.773
No activity file was given, so power comes from the tool's default toggle rates.
